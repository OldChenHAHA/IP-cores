==> design/flow/design.v <==
`timescale 1ns/1ns  
module chen_div_tb;  
	reg clk=0,rst=0;
	initial #30 rst=1;
	always#10 clk=~clk;
	reg divide_en=0;
	reg [31:0] dividend=0,divisor=0;
	integer i=0;
	always@(posedge clk)
	begin
		i <= i + 1;
		if(i==7)
			begin
				divide_en=1; dividend={16'd10,16'd0};divisor={16'd0,16'd3};
			end
		else if(i==8)
			begin
				divide_en=1; dividend=10;divisor=2;
			end
		else 
			begin
				divide_en=0; dividend=0;divisor=0;
			end
	end
    wire divide_error;
    wire divide_done;
    wire [31:0] quotient;
    wire [31:0] remainde;
	chen_unsigned_div chen_unsigned_div( 
		.clk(clk),
		.rst_n(rst),
		.divide_en(divide_en),
		.dividend(dividend),
		.divisor(divisor),
		.divide_error(divide_error),
		.divide_done(divide_done),
		.quotient(quotient),
		.remainde(remainde) 
		); 
	reg divide_en_signed=0;
	reg [15:0] dividend_signed=0,divisor_signed=0;
	integer j=0;
	always@(posedge clk)
	begin
		j <= j + 1;
		if(j==7)
			begin
				divide_en_signed=1; dividend_signed=-16'sd10;divisor_signed=16'sd3;
			end
		else if(j==8)
			begin
				divide_en_signed=1; dividend_signed=-16'sd10;divisor_signed=16'sd0;
			end
		else 
			begin
				divide_en_signed=0; dividend_signed=0;divisor_signed=0;
			end
	end
	wire divide_error_signed;
    wire divide_done_signed;
    wire [31:0] quotient_signed;
	chen_signed_div chen_signed_div( 
		.clk(clk),
		.rst_n(rst),
		.divide_en(divide_en_signed),
		.dividend(dividend_signed),
		.divisor(divisor_signed),
		.divide_error(divide_error_signed),
		.divide_done(divide_done_signed),
		.quotient(quotient_signed) 
		);
endmodule  
module chen_signed_div ( clk,rst_n,divide_en,dividend,divisor,divide_error,divide_done,quotient );
	parameter width = 16;   
	input clk;
	input rst_n;
	input divide_en;
	input[15:0] dividend;   
	input[15:0] divisor;  
	output reg divide_error;
	output reg divide_done;
	output reg [31:0] quotient;   
	reg divide_en_temp;
	reg divide_sign_temp;
	reg [31:0] divide_dividend_temp;
	reg [31:0]divide_divisor_temp;
	reg [33:0] divide_sign_temp_shift_reg;
	wire divide_error_temp;
	wire divide_done_temp;
	wire [31:0] quotient_temp;
	always@(posedge clk)
	if(~rst_n)
		begin
			divide_en_temp <= 0;
			divide_sign_temp <= 0;
			divide_dividend_temp <= 0;
			divide_divisor_temp <= 0;
			divide_sign_temp_shift_reg <= 0;
			divide_done <= 0;
			divide_error <= 0;
			quotient <= 0;
		end
	else 
		begin
			divide_en_temp <= divide_en;
			divide_sign_temp <= dividend[15]^divisor[15];
			divide_dividend_temp <= { abs(dividend),16'sb0 };
			divide_divisor_temp <= { 16'sb0,abs(divisor) };
			divide_sign_temp_shift_reg <= {divide_sign_temp_shift_reg[32:0],divide_sign_temp};
			divide_done <= divide_done_temp;
			divide_error <= divide_error_temp;
			quotient <= divide_done_temp?unsignedtosigned(quotient_temp,divide_sign_temp_shift_reg[33]):0;
		end
	chen_unsigned_div#(
		.width (32) 
		) inst_chen_unsigned_div( 
		.clk(clk),
		.rst_n(rst_n),
		.divide_en(divide_en_temp),
		.dividend(divide_dividend_temp),
		.divisor(divide_divisor_temp),
		.divide_error(divide_error_temp),
		.divide_done(divide_done_temp),
		.quotient(quotient_temp),
		.remainde() 
		); 
	function [15:0] abs; 
	   input [15:0] x;  
	   begin
	   		abs = x[15]?~x+1'b1:x;
	   end
	endfunction
	function [31:0] unsignedtosigned; 
	   input [31:0] x;
	   input sign;  
	   begin
	   		unsignedtosigned = sign?~x+1'b1:x;
	   end
	endfunction
endmodule
module chen_unsigned_div ( clk,rst_n,divide_en,dividend,divisor,divide_error,divide_done,quotient,remainde );  
	parameter width = 32;
	input clk;
	input rst_n;
	input divide_en;
	input[width-1:0] dividend;   
	input[width-1:0] divisor;  
	output divide_error;
	output divide_done;
	output [width-1:0] quotient;
	output [width-1:0] remainde;
	reg temp_en;
	reg[width*2-1:0] temp_a;  
	reg[width*2-1:0] temp_b; 
	reg divide_error_temp;
	always@(posedge clk)
	if(~rst_n)
		begin
			divide_error_temp <= 0;
			temp_en <= 0;
			temp_a <= 0;
			temp_b <= 0; 
		end
	else if(divide_en)
		begin
			if( divisor==0 )
				begin
					divide_error_temp <= 1;
					temp_en <= 0;
					temp_a <= 0;
					temp_b <= 0;
				end
			else 
				begin
					divide_error_temp <= 0;
					temp_en <= 1;
					temp_a <= {dividend>>width,dividend}; 
    				temp_b <= {divisor,divisor>>width};  
    			end
		end
	else 
		begin
			divide_error_temp <= 0;
			temp_en <= 0;
			temp_a <= 0;
			temp_b <= 0; 
		end
	wire [width*2-1:0] a_reg[0:width];
	wire [width*2-1:0] b_reg[0:width];
	assign a_reg[0] = temp_a;
	assign b_reg[0] = temp_b;
	generate
		genvar i;
		for (i = 0; i < width; i = i + 1)
		begin:shift_compute
			shift_compute#(
				 .width(width*2)
			) inst_shift_compute ( 
				.clk(clk),
				.a_i(a_reg[i]),
				.b_i(b_reg[i]),
				.a_o(a_reg[i+1]),
				.b_o(b_reg[i+1]) 
				);
		end
	endgenerate
	reg [width:0] divide_en_shift_reg;
	reg [width-1:0] divide_error_temp_shift_reg;
	reg divide_error;
	reg divide_done;
	reg [width-1:0] quotient;
	reg [width-1:0] remainde;
	always@(posedge clk)
	if(~rst_n)
		begin
			divide_en_shift_reg <= 0;
			divide_error_temp_shift_reg <= 0;
			divide_error <= 0;
			divide_done <= 0;
			quotient <= 0;
			remainde <= 0;
		end
	else 
		begin
			divide_en_shift_reg <= {divide_en_shift_reg[width-1:0],divide_en};
			divide_error_temp_shift_reg <= {divide_error_temp_shift_reg[width-2:0],divide_error_temp};
			divide_error <= divide_error_temp_shift_reg[width-1];
			divide_done <= divide_en_shift_reg[width];
			quotient <= divide_en_shift_reg[width]?a_reg[width][width-1:0]:0;  
			remainde <= divide_en_shift_reg[width]?a_reg[width][width*2-1:width]:0; 
		end
endmodule  
module shift_compute#( parameter width=64 )( clk,a_i,b_i,a_o,b_o );
	input clk;
	input [width-1:0] a_i,b_i;
	output reg [width-1:0] a_o,b_o;
	wire [width-1:0] temp_a,temp_b;
	assign temp_a = {a_i[width-2:0],1'b0};
	assign temp_b = b_i;
	always@(posedge clk)
	begin
		if(temp_a[width-1:width/2] >= temp_b[width-1:width/2])  
            a_o <= temp_a - temp_b + 1'b1;  
        else  
            a_o <= temp_a;
        b_o <= temp_b;
	end
endmodule 
==> design/flow/run.sh <==
#!/bin/bash
# OpenROAD 26Q1-2900-gdf79404cd8, Yosys 0.63+post, stock flow scripts
make -C /OpenROAD-flow-scripts/flow DESIGN_CONFIG=/design/flow/config.mk WORK_HOME=/design/flow/orfs finish
==> design/flow/config.mk <==
export PLATFORM = sky130hd
export DESIGN_NAME = chen_signed_div
export DESIGN_NICKNAME = chen_signed_div
export VERILOG_FILES = /design/flow/design.v
export SDC_FILE = /design/flow/constraint.sdc
export NUM_CORES = 4
export LEC_CHECK = 1
export CORE_UTILIZATION = 40
==> design/flow/constraint.sdc <==
current_design chen_signed_div

set clk_period 7.6
set clk_io_pct 0.2

create_clock -name clk0 -period $clk_period [get_ports {clk}]

set non_clock_inputs [all_inputs -no_clocks]
set_input_delay [expr $clk_period * $clk_io_pct] -clock clk0 $non_clock_inputs
set_output_delay [expr $clk_period * $clk_io_pct] -clock clk0 [all_outputs]
==> impl_metrics.env <==
# yosys + openroad results
export IMPL_path_cells="inv_1 -> ha_1 -> o21ai_0 -> a22oi_1 -> o21ai_1 -> a2111oi_0 -> buf_4 -> o21bai_1 -> a21oi_1 -> o221a_2 -> o41a_1 -> a311oi_1 -> o21bai_1 -> xnor2_1 -> nor2_1"
export IMPL_rows=257
export IMPL_synth_async_reset_ratio=0
export IMPL_grt_overflow_total=0
export IMPL_cts_sinks=2654
export IMPL_cts_tree="built"
export IMPL_ant_nets=0
export IMPL_pin_count=69
export IMPL_slew_headroom=0.2564
export IMPL_min_period_ns=4.875
export IMPL_portBuffers=68
export IMPL_yosys_cell_types_count=114
export IMPL_cts_htree_levels=5
export IMPL_path_buffers=2
export IMPL_tritoncts_num_buffers=322
export IMPL_place_inst=31100
export IMPL_grt_pass1_vias=161139
export IMPL_vias=165929
export IMPL_synthesis_area_um2=197600
export IMPL_rsz0062_at_grt="false"
export IMPL_firstDrtPassIters=6
export IMPL_yosysCellCount=25208
export IMPL_ys_ff=2654
export IMPL_final_core_util=0.4396
export IMPL_setup_violations_final=0
export IMPL_syn_avg_cell_area_um2=7.838
export IMPL_dieArea_um2=496800
export IMPL_yosys_area_um2=197600
export IMPL_grtUsageTotal=0.2071
export IMPL_crit_top_cell="o21bai_1"
export IMPL_grt_pass1_wl_um=832200
export IMPL_dp_hpwl_um=412200
export IMPL_path_delay_family="AND-OR/OR-AND gates"
export IMPL_die_h_um=704.8
export IMPL_fp_coreArea_um2=491000
export IMPL_gp_congestion=0.9714
export IMPL_warnings=606
export IMPL_cts_setup_buffers=0
export IMPL_cts_hold_buffers=0
export IMPL_clk_latency_ns=0.97
export IMPL_drc_errors=0
export IMPL_crit_arrival_ns=5.72
export IMPL_worstPathRequired_ns=8.45
export IMPL_clk_pin_slew_ns=0.06
export IMPL_fp_util=0.4024
export IMPL_finalWirelength_um=510400
export IMPL_wl_per_cell_um=16.11
export IMPL_drive_gt1_frac=0.03661
export IMPL_area_delta_synth_final_pct=9.241
export IMPL_fin_setup_tns_ns=0
export IMPL_drt_iter0_drc=9614
export IMPL_synth_cells=25208
export IMPL_clock_fmax_mhz=205.1
export IMPL_fin_skew_ns=0.05840
export IMPL_grt_antenna_before_repair=3
export IMPL_layout_cells_non_filler=31687
export IMPL_outcome="finished, final reports clean"
export IMPL_edf_count=0
export IMPL_grt_max_degree=89
export IMPL_finalHoldViolations=0
export IMPL_cp_start_kind="flip-flop"
export IMPL_tightest_slew_ns=1.087
export IMPL_post_route_period_util=0.6414
export IMPL_largest_reg_flops=1924
export IMPL_synth_yosys_warnings=3
export IMPL_drv_cap=0
export IMPL_fin_ws_ns=2.725
export IMPL_place_ws_ns=2.831
export IMPL_slowest_delay_ns=0.96
export IMPL_ys_seq_share=0.2689
export IMPL_root_buffer="clkbuf_16"
export IMPL_die_width_um=704.8
export IMPL_crit_fanout=9
export IMPL_worstHoldPathType="reg -> reg"
export IMPL_ys_flop_type="dfxtp_1"
export IMPL_viasPerCell=5.237
export IMPL_cts_resized=0
export IMPL_clockBufferDepth=4
export IMPL_end_kind="flip-flop"
export IMPL_crit_slowest_cell="a2111oi_0"
export IMPL_criticalPathCategory="reg -> reg"
export IMPL_drv_slew=0
==> kinds of logic after synthesis <==
logic type               share of synthesized area
flip-flops                                  0.2689
AND-OR/OR-AND                               0.2393
multiplexers                              0.006985
XOR/XNOR                                   0.07620
AND/OR/NAND/NOR                             0.1527
adder cells (fa/ha/maj)                     0.1869
buffers and inverters                      0.06899
==> synthesized netlist by cell type (529+ instances only) <==
cell      number  area share
a21o_1       776       0.029
a21oi_1     2665       0.068
clkbuf_1     713       0.014
dfxtp_1     2654        0.27
ha_1        2602        0.16
inv_1       2881       0.055
nand2_1     2299       0.044
nor2_1      1712       0.033
o21ai_0     1879       0.048
o21bai_1     529       0.020
xnor2_1     1108       0.049
xor2_1       611       0.027
==> cells in the final DEF (no fill, tap or decap), drive strengths merged, types with 62 or more instances in the layout <==
cell | netlist | final
nand3 | 418 | 418
nor3 | 279 | 279
a21oi | 2670 | 2670
mux2i | 67 | 67
o211ai | 105 | 105
o21a | 207 | 207
and2 | 242 | 242
nor3b | 66 | 66
o21ai | 2123 | 2123
nand2b | 278 | 278
xor2 | 611 | 611
a21o | 776 | 776
o21bai | 529 | 529
mux2 | 63 | 63
xnor2 | 1108 | 1108
nor4 | 62 | 62
and3 | 222 | 222
dfxtp | 2654 | 2654
buf | 29 | 92
a211oi | 163 | 163
clkdlybuf4s50 | 0 | 67
nor2b | 330 | 330
fa | 218 | 218
o31ai | 158 | 158
ha | 2602 | 2602
a21boi | 65 | 65
or2 | 75 | 75
clkinv | 2 | 72
clkbuf | 713 | 444
inv | 2886 | 2900
a31oi | 298 | 298
or3 | 99 | 99
nor2 | 1713 | 1713
nand2 | 2299 | 2299
nand4 | 214 | 214
==> path summary, 6_finish.rpt <==
| kind | cells after the start | slack (ns) | to | start |
|---|---|---|---|---|
| max | 15 | 2.72 | flip-flop | flip-flop |
| min | 0 | 0.32 | flip-flop | flip-flop |
| max reg2reg | 15 | 2.72 | flip-flop | flip-flop |
| min reg2reg | 0 | 0.32 | flip-flop | flip-flop |
==> cell type report <==
type	instances	area (µm²)
fillers	47952	275200
multi-input cells	18924	131100
flip-flops and latches	2654	53130
inverters	2888	10840
clock buffers	444	9231
well taps	6475	8102
clock inverters	141	2026
repair buffers	159	1361
diodes	2	5.005
==> layer usage <==
metal	vias to the layer above	share of wire	track usage
li1	86589	-	-
met1	75578	0.46	0.2842
met2	2889	0.47	0.3473
met3	871	0.039	0.02419
met4	2	0.036	0.06178
met5	-	0.000024	0
==> stage by stage <==
stage,area [µm²],hold slack [ns]
finish,215800,0.3225
global route,215800,0.3286
CTS,215800,0.3255
detailed placement,204600,0.3121
global placement,204600,0.3125
floorplan,197600,0.3096
