--- run.sh ---
#!/bin/bash
# OpenROAD 26Q1-2900-gdf79404cd8, Yosys 0.63+post, stock flow scripts
make -C /OpenROAD-flow-scripts/flow DESIGN_CONFIG=/design/flow/config.mk WORK_HOME=/design/flow/orfs finish
--- config.mk ---
export PLATFORM = sky130hd
export DESIGN_NAME = complex_mult
export DESIGN_NICKNAME = complex_mult
export VERILOG_FILES = /design/flow/design.v
export SDC_FILE = /design/flow/constraint.sdc
export NUM_CORES = 4
export LEC_CHECK = 1
export CORE_UTILIZATION = 50
--- constraint.sdc ---
current_design complex_mult

set clk_period 10.2
set clk_io_pct 0.2

create_clock -name clk0 -period $clk_period [get_ports {clk}]

set non_clock_inputs [all_inputs -no_clocks]
set_input_delay [expr $clk_period * $clk_io_pct] -clock clk0 $non_clock_inputs
set_output_delay [expr $clk_period * $clk_io_pct] -clock clk0 [all_outputs]
--- design.v ---
`timescale 1ns / 1ps
module complex_mult
#(
	parameter WIDTH = 16,
	parameter INPUT_BUF = "ON",
	parameter OUTPUT_BUF = "ON"
)(
	input wire clk,                
	input wire ab_valid,
	input wire signed [WIDTH-1:0] 	    ar, ai,  
	input wire signed [WIDTH-1:0] 	    br, bi,  
	output reg p_valid,
	output reg signed [WIDTH+WIDTH:0] pr, pi  
    );
reg ab_valid_buf;
reg signed [WIDTH-1:0] ar_buf,ai_buf,br_buf,bi_buf;
	generate if ( INPUT_BUF == "ON" )
      always@(posedge clk)
	  	{ ab_valid_buf,ar_buf,ai_buf,br_buf,bi_buf } <= { ab_valid,ar,ai,br,bi };
   else if (INPUT_BUF == "OFF")
      always@(*)
	  	{ ab_valid_buf,ar_buf,ai_buf,br_buf,bi_buf } = { ab_valid,ar,ai,br,bi };
   endgenerate
reg booth_mult_En;
reg signed [WIDTH:0] common_M,common_Q,real_mult1,real_mult2,imag_mult1,imag_mult2;
always @ (posedge clk) begin
	booth_mult_En <= ab_valid_buf;
	common_M <= ar_buf - ai_buf;
	common_Q <= bi_buf;
	real_mult1 <= br_buf - bi_buf;
	real_mult2 <= ar_buf;
	imag_mult1 <= br_buf + bi_buf;
	imag_mult2 <= ai_buf;
end
wire booth_mult_Valid;
wire signed [2*(WIDTH+1)-1:0] common_Product,real_Product,imag_Product;
Booth_Multiplier_inside_cmult #(
	.WIDTH(WIDTH+1)                 
)booth_mult0(
    .Rst_n(1'b1),
    .Clk(clk),
    .En(booth_mult_En),
    .M(common_M),
    .Q(common_Q),
    .Valid(booth_mult_Valid),
    .Product(common_Product)
);
Booth_Multiplier_inside_cmult #(
	.WIDTH(WIDTH+1)                 
)booth_mult1(
    .Rst_n(1'b1),
    .Clk(clk),
    .En(booth_mult_En),
    .M(real_mult1),
    .Q(real_mult2),
    .Valid(),
    .Product(real_Product)
);
Booth_Multiplier_inside_cmult #(
	.WIDTH(WIDTH+1)                 
)booth_mult2(
    .Rst_n(1'b1),
    .Clk(clk),
    .En(booth_mult_En),
    .M(imag_mult1),
    .Q(imag_mult2),
    .Valid(),
    .Product(imag_Product)
);
	generate if ( OUTPUT_BUF == "ON" )
      always@(posedge clk)begin
	  	p_valid <= booth_mult_Valid;
		pr <= real_Product + common_Product;
		pi <= imag_Product + common_Product;
	  end
   else if (OUTPUT_BUF == "OFF")
	   always@(*)begin
		 p_valid = booth_mult_Valid;
		 pr = real_Product + common_Product;
		 pi = imag_Product + common_Product;
	   end
   endgenerate
endmodule
module Booth_Multiplier_inside_cmult #(
    parameter WIDTH = 16                 
)(
    input wire Rst_n,               
    input wire Clk,                     
    input wire En,                      
    input wire [(WIDTH - 1):0] M,       
    input wire [(WIDTH - 1):0] Q,       
    output reg Valid,               
    output reg [(2*WIDTH - 1):0] Product    
);
  wire [(WIDTH-1):0] A=0;
  wire Q_assist=0;
  wire [3*WIDTH:0] i_temp[(WIDTH-1):0];
  wire [3*WIDTH:0] o_temp[(WIDTH-1):0];
  assign i_temp[0] = {M,Q_assist,A,Q};
  genvar vari;
  generate
      for(vari = 0;vari < WIDTH; vari = vari+1) begin: Booth
          Booth_Shift_inside_mult#(
            .WIDTH(WIDTH)
          )inst_booths(
            .Clk(Clk),
            .Rst_n(Rst_n),
            .i(i_temp[vari]),
            .o(o_temp[vari])
            );
      end
      for(vari = 0;vari < WIDTH-1; vari = vari+1)
        assign i_temp[vari+1] = o_temp[vari];
  endgenerate
  reg [WIDTH-1:0] en_shift;
  always @ (posedge Clk)
  if(~Rst_n)begin
    en_shift <= 0;
    Valid <= 0;
    Product <= 0;
  end
  else begin
    en_shift <= {en_shift[WIDTH-2:0],En};
    if (en_shift[WIDTH-1] == 1'b1)begin
      Valid <= 1;
      Product <= o_temp[WIDTH-1][(2*WIDTH - 1):0];
    end
    else begin
      Valid <= 0;
      Product <= 0;
    end
  end
endmodule
module Booth_Shift_inside_mult #(
    parameter WIDTH = 16                 
)(
    input wire Rst_n,               
    input wire Clk,                     
    input wire [3*WIDTH:0] i,
    output wire [3*WIDTH:0] o
);
  wire [(WIDTH - 1):0] M_i;       
  wire [(WIDTH - 1):0] Q_i;       
  wire [(WIDTH - 1):0] A_i;
  wire Q_assist_i;
  wire [(WIDTH - 1):0] M_o;    
  wire [(WIDTH - 1):0] Q_o;    
  wire [(WIDTH - 1):0] A_o;    
  wire Q_assist_o;
  assign {M_i,Q_assist_i,A_i,Q_i} = i;
  reg [(WIDTH - 1):0] b;
  wire [(WIDTH - 1):0] a,out;
  reg cin;
  reg [(WIDTH - 1):0] M_temp;
  reg [(WIDTH - 1):0] A_temp,Q_temp;
  reg Q_assist_temp;
  always @ (posedge Clk)
  if (~Rst_n) begin
    {cin,b} <= 0;
    M_temp <= 0;
    A_temp <= 0;
    Q_temp <= 0;
    Q_assist_temp <= 0;
  end
  else begin
    case ({Q_i[0],Q_assist_i})
      2'b01: { cin,b } <= { 1'b0,M_i };
      2'b10: { cin,b } <= { 1'b1,~M_i };
      default: { cin,b } <= 0;
    endcase
    M_temp <= M_i;
    A_temp <= A_i;
    Q_temp <= Q_i;
    Q_assist_temp <= Q_assist_i;
  end
  assign a = A_temp;
  assign out = a + b + cin;   
  assign M_o = M_temp;
  assign {A_o, Q_o, Q_assist_o} = $signed({out, Q_temp, Q_assist_temp}) >>> 1;
  assign o = {M_o,Q_assist_o,A_o,Q_o};
endmodule
==> flow_summary.ini <==
; implementation run metrics
[worst_setup_path]
path_delay_family = buffers and inverters
cp-end-kind = primary output
crit_type = reg2out
endpoint = pi[26]
worstPathRequired_ns = 8.16
r2r-start = booth_mult0.Product[0]$_SDFF_PN0_
cp_num_buf_inv = 1
ff2ff_setup_slack_ns = 6.89
startpoint = pi[26]$_DFF_P_
cpMaxStageDelayCell = clkdlybuf4s50_1
critPathMaxStageDelay_ns = 0.48
cp.depth = 1
critPathLaunchType = flop
cp_max_fo = 1
cp.arrival_ns = 1.73
path_cells = clkdlybuf4s50_1
reg2reg_depth = 12
timing.rr.end = pi[30]$_DFF_P_

[pwr]
p_leak_nw = 57.4
max-vdd-ir-drop_uv = 159
power.density_nw_per_um2 = 328

[global_routing]
antenna_found_initial = 10
grt-ovfl-total = 0
grt_max_degree = 53
grt_pass1_wl_um = 325000
grt_pass1_vias = 64272
grt_usage_pct = 18.1

[clock_tree]
ctsLongestPathBuffers = 4
insertion_delay_ns = 0.94
post_cts_buffers = 0
cts_max_level = 5
ctsHoldBuffers = 0
cts-root-buf = clkbuf_16
cts.sinks = 3540
path_clk_slew_ns = 0.06
cts_tree = done
post_cts_resized = 0
cts_buffers = 358

[run_status]
outcome = finished, final reports clean

[die]
fp_util_pct = 50.3
fp-row-count = 176
die_h_um = 483
io_pins = 133
core-area_um2 = 230000
die_w_um = 483
dieArea_um2 = 233000

[finish]
logic_area_um2 = 42900
drive_gt1_share_pct = 6.61
area_delta_synth_final_pct = 14.7
regArea_um2 = 70900
fillCellCount = 18136

[synthesis]
ys_chip_area_um2 = 116000
top_area_share_pct = 61.3
avgSynthCellArea_um2 = 11.4
ys_top_cells_by_count = dfxtp_1, nand2_1, o21ai_0, ha_1, xnor2_1
synth.distinct_cells = 73
ys_seq_elements = 3540
yosysWarnings = 3
syn_inst = 10184
area_leaders = dfxtp_1, ha_1, xnor2_1
synth-edff-count = 0
yosysTopAreaCell = dfxtp_1
ys_cells = 10184
ys_seq_share_pct = 61.3
async_flop_share_pct = 0
top_cell = dfxtp_1
flop_cell = dfxtp_1
netlist_area_um2 = 116000

[routing]
drtAntennaViolNets = 0
drtIter0Drc = 2834
vias = 66159
wl_um = 198000
viasPerCell = 4.77
wire_per_inst_um = 14.3
post-route-drc-count = 0
firstDrtPassIters = 5

[final_timing]
final_hold_viol_count = 0
relSlewSlack_pct = 55.1
drv_slew = 0
min_period_ns = 3.77
worst_pin_slew_ns = 0.674
period_used_pct = 37.0
setup_viol = 0
clock_skew_ns = 0.0538
rsz0062_at_grt = no
fmax_mhz = 265
holdWs_ns = 0.288
setup_tns_ns = 0

[placed_design]
portBuffers = 132
place.detailed.hpwl_um = 147000
place_congestion = 0.871

[hold_path]
hold_class = reg2reg
hold_depth = 0

[job]
tool_warnings = 42
maxCapViolCount = 0
-- kinds of logic (layout without fill, tap and decap cells) --
family,count (synthesis),count (layout),synth area share (%)
mux,2,2,0.0173
buf+inv,493,1142,1.61
other cells,1,10,0.00324
simple gates,2196,2196,8.77
compound gates,2251,2251,11.9
xor+xnor,810,810,6.14
fa+ha+maj,891,891,10.3
flops,3540,3540,61.3
-- state kept, by name, indices dropped and copies added (netlist names), 17 cells and up --
signal / flops
booth_mult1.Product: 33
booth_mult2.Booth.inst_booths.b: 272
pi: 33
booth_mult1.Booth.inst_booths.b: 272
booth_mult2.Booth.inst_booths.A_temp: 256
booth_mult1.Booth.inst_booths.Q_temp: 271
booth_mult0.Booth.inst_booths.b: 272
booth_mult2.Booth.inst_booths.Q_temp: 271
booth_mult0.Product: 33
booth_mult2.Product: 33
booth_mult2.Booth.inst_booths.M_temp: 248
booth_mult1.Booth.inst_booths.A_temp: 256
booth_mult1.Booth.inst_booths.M_temp: 247
booth_mult0.Booth.inst_booths.M_temp: 255
booth_mult0.Booth.inst_booths.A_temp: 256
imag_mult1: 17
booth_mult0.Booth.inst_booths.Q_temp: 271
pr: 33
common_M: 17
-- routing by layer --
| layer | track usage, % | wire (um) | up-vias |
|---|---|---|---|
| met1 | 26.4 | 91700 | 29306 |
| met2 | 28.7 | 90800 | 904 |
| met5 | 0 | 0 | - |
| met4 | 5.92 | 7630 | 0 |
| met3 | 2.99 | 7590 | 402 |
| li1 | - | - | 35547 |
-- cell type report --
type                            count  share of cell area (%)
Tap cell                         3026                    2.86
Clock buffer                      486                    7.77
Clock inverter                    149                    1.36
Multi-Input combinational cell   6153                    32.4
Inverter                          328                   0.929
Sequential cell                  3540                    53.4
Antenna cell                        7                  0.0132
Timing Repair Buffer              179                    1.26
-- power by group --
| part | internal, mW | switching [mW] | total (mW) |
|---|---|---|---|
| Clock | 8.02 | 5.09 | 13.1 |
| Combinational | 5.27 | 5.64 | 10.9 |
| Sequential | 17.8 | 1.75 | 19.5 |
| Total | 31.1 | 12.5 | 43.5 |
-- worst min path at each step --
stage                                                       to                                                start  slack [ns]
5_1_grt   booth_mult1.Booth[10].inst_booths.Q_temp[14]$_DFF_P_  booth_mult1.Booth[9].inst_booths.Q_temp[15]$_DFF_P_        0.28
4_1_cts   booth_mult1.Booth[10].inst_booths.Q_temp[14]$_DFF_P_  booth_mult1.Booth[9].inst_booths.Q_temp[15]$_DFF_P_        0.29
6_report  booth_mult1.Booth[10].inst_booths.Q_temp[14]$_DFF_P_  booth_mult1.Booth[9].inst_booths.Q_temp[15]$_DFF_P_        0.29
-- cells in the final DEF, fill, tap and decap left out, drive strengths merged, types with 164 or more instances in the layout --
cell / count
a21o: 181
a21oi: 511
clkbuf: 486
dfxtp: 3540
ha: 796
inv: 337
nand2: 949
nor2: 371
nor2b: 235
o21ai: 972
o21bai: 164
xnor2: 602
xor2: 208
-- through the flow --
step           utilization (%)  total power [mW]  worst slack, ns  std cells  cell area, um^2
6_report                  57.7              43.5             6.43      13868           133000
5_1_grt                   57.7              46.5             6.31      13863           133000
4_1_cts                   57.7              44.1             6.30      13861           133000
3_5_place_dp              52.4              30.8             6.89      13226           120000
3_3_place_gp              52.4              30.7             6.90      13226           120000
2_1_floorplan                -              27.8             7.24      10186           116000
Power and IR drop assume default switching activity.
