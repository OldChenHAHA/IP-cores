==> ./design.v <==
module fifo #(parameter DATA_WIDTH = 48,
              parameter ADDRESS_WIDTH = 8,
              parameter MAX_ENTRIES = 255)
(
    input wire clk,
    input wire[DATA_WIDTH - 1:0] data_in,
    output reg[DATA_WIDTH - 1:0] data_out,
    input wire write_enabled,
    input wire read_enabled,
    output reg fifo_empty,
    output reg fifo_full,
    output reg data_out_valid
);
reg[ADDRESS_WIDTH-1:0] fifo_counter = {(ADDRESS_WIDTH){1'b0}};
reg[DATA_WIDTH - 1:0] memory[0:MAX_ENTRIES - 1];
reg[ADDRESS_WIDTH - 1:0] write_pointer = {(ADDRESS_WIDTH){1'b0}};
reg[ADDRESS_WIDTH - 1:0] read_pointer = {(ADDRESS_WIDTH){1'b0}};
always @(fifo_counter)
begin : UPDATE_FLAGS
   fifo_empty = (fifo_counter==0);
   fifo_full = (fifo_counter == MAX_ENTRIES - 1);
end
always @(posedge clk)
begin : UPDATE_FIFO_COUNTER
   fifo_counter <= fifo_counter;
   if((!fifo_full && write_enabled) && (!fifo_empty && read_enabled)) begin
        fifo_counter <= fifo_counter;
   end else if(!fifo_full && write_enabled) begin
        fifo_counter <= fifo_counter + 1'b1;
   end else if(!fifo_empty && read_enabled) begin
       fifo_counter <= fifo_counter - 1'b1;
   end
end
always @(posedge clk)
begin : READ_DATA_IN
	if(write_enabled && !fifo_full) begin
      memory[write_pointer] <= data_in;
   end
end
always @(posedge clk)
begin
   write_pointer <= write_pointer;
   read_pointer <= read_pointer;
   if (!fifo_full && write_enabled) begin
      write_pointer <= write_pointer + 1'b1;
   end
   if (read_enabled) begin
      if (fifo_empty) begin
         data_out <= 48'b0;
         data_out_valid <= 1'b0;
      end else begin
         data_out <= memory[read_pointer];
         read_pointer <= read_pointer + 1'b1;
         data_out_valid <= 1'b1;
      end
   end else begin
      data_out <= 48'b1;
      data_out_valid <= 1'b0;
   end
end
endmodule
==> ./run.sh <==
#!/bin/bash
# OpenROAD 26Q1-2900-gdf79404cd8, Yosys 0.63+post, stock flow scripts
make -C /OpenROAD-flow-scripts/flow DESIGN_CONFIG=/design/flow/config.mk WORK_HOME=/design/flow/orfs finish
==> ./config.mk <==
export PLATFORM = sky130hd
export DESIGN_NAME = fifo
export DESIGN_NICKNAME = fifo
export VERILOG_FILES = /design/flow/design.v
export SDC_FILE = /design/flow/constraint.sdc
export NUM_CORES = 4
export LEC_CHECK = 1
export CORE_UTILIZATION = 50
export SYNTH_MEMORY_MAX_BITS = 65536
==> ./constraint.sdc <==
current_design fifo

set clk_period 2990.5
set clk_io_pct 0.2

create_clock -name clk0 -period $clk_period [get_ports {clk}]

set non_clock_inputs [all_inputs -no_clocks]
set_input_delay [expr $clk_period * $clk_io_pct] -clock clk0 $non_clock_inputs
set_output_delay [expr $clk_period * $clk_io_pct] -clock clk0 [all_outputs]
==> results.json <==
{
  "crit_buf_inv": 6,
  "fp_util_pct": 50.2,
  "clk_latency_ns": 1.20,
  "synth_area_sq_um": 469000,
  "ir_worst_vdd_v": 0.000000604,
  "cts_tree": "built",
  "ys_seq_elements": 12300,
  "grt_pass1_vias": 244000,
  "finalMaxSlewViolations": 4,
  "rrSetupSlack_ns": 2981.65,
  "placed_cells": 32100,
  "detail-route-antenna-nets": 0,
  "worstPathRequired_ns": 2991.26,
  "die_area_sq_um": 942000,
  "io_pins": 102,
  "slew-limit-headroom_pct": -13.3,
  "ys_seq_share_pct": 78.7,
  "edf_count": 12300,
  "fmax_mhz": 1.66,
  "cts_sinks": 12300,
  "ys_area_sq_um": 469000,
  "period_minus_slack_ns": 601.92,
  "mux_share_pct": 17.8,
  "xor_share_pct": 0.0374,
  "fin_area_sq_um": 535000,
  "drive_above_1_share_pct": 32.0,
  "setup_violations": 0,
  "instances_no_fill": 34700,
  "aoi_share_pct": 1.39,
  "crit_arrival_ns": 602.68,
  "crit_top_cell": "buf_4",
  "htreeDepth": 7,
  "cts_made_buffers": 1262,
  "worstSetupPathType": "primary input to flip-flop",
  "grt-ovfl-total": 0,
  "cts_setup_buffers": 0,
  "vias_per_cell": 6.42,
  "synth_simple_gate_area_share_pct": 0.826,
  "drt_wl_total_um": 1530000,
  "dr.pass1.iters": 6,
  "postCtsHoldBufs": 0,
  "cp_top_family": "buffers and inverters",
  "crit_path_start_kind": "primary input",
  "area_growth_pct": 14.0,
  "core_area_sq_um": 935000,
  "hold_viol_final": 0,
  "drc": 0,
  "tns_ns": 0,
  "num_rows": 355,
  "min_path_type": "flip-flop to flip-flop",
  "p_leak_nw": 166,
  "synthTopLogicFamily": "multiplexers",
  "warning_count": 30,
  "cts_max_path_buffers": 5,
  "clock-root-buffer": "clkbuf_16",
  "cts_resized": 0,
  "grt.total_usage_pct": 37.7,
  "antenna_found_initial": 183,
  "synth_cell_type_count": 76,
  "flop_cell": "edfxtp_1",
  "syn-mean-instance-area_sq_um": 24.4,
  "drtIter0Drc": 17400,
  "clk_pin_slew_ns": 0.06,
  "p_per_area_nw_per_um2": 0.728,
  "place_congestion": 1.03,
  "clock_skew_ns": 0.125,
  "placed_cell_area_sq_um": 493000,
  "maxCapViolations": 0,
  "cp-end-kind": "flip-flop",
  "hpwl_um": 987000,
  "whs_ns": 0.688,
  "slowest_delay_ns": 0.67,
  "worstMarginPinSlew_ns": 1.70,
  "synthArstFlopShare_pct": 0,
  "path_cells": "clkdlybuf4s50_1, nor2b_4, buf_4, buf_4, nand3_4, buf_4, buf_4, nor2_4, buf_4",
  "hp-start": "write_pointer[0]",
  "startpoint": "write_enabled",
  "fp.dieW_um": 970,
  "slowest_stage": "nor2_4",
  "port_buffers": 101,
  "outcome": "complete, but fails checks",
  "ys_warn_count": 1,
  "synth_cells": 19200,
  "postLayoutCoreUtil_pct": 57.2,
  "final.period_utilization_pct": 20.1,
  "wl_per_cell_um": 44.1,
  "vias": 223000,
  "grt_max_degree": 100,
  "r2r_start": "read_pointer[1]",
  "adder_share_pct": 0.0336,
  "die_h_um": 970,
  "crit_fanout": 27,
  "violations": "slew limit",
  "grt_setup_unrepaired": "false",
  "ys_cells": 19200,
  "grt_pass1_wl_um": 2070000
}
## final timing paths
kind	to	depth (start not counted)
worst max-delay path	memory[39][12]	9
worst min-delay path	write_pointer[0]	1
worst max register to register	data_out[35]	17
worst min register to register	write_pointer[0]	1
## layout make-up
type / instances / area (sq um)
diodes: 382 / 956
clock buffers: 1554 / 33200
clock inverters: 707 / 7380
fillers: 66000 / 400000
inverters: 17 / 97.6
multi-input cells: 5847 / 96700
flip-flops and latches: 12300 / 369000
well taps: 12500 / 15600
repair buffers: 1425 / 11600
## state kept, by name, indices dropped and copies added, names as in the netlist
register and flops:
data_out 48, write_pointer 8, fifo_counter 8, read_pointer 8, data_out_valid 1, memory 12240
## per-stage QoR
step / worst slack [ns] / power, mW
2_1_floorplan: 2388.69 / 0.212
3_3_place_gp: 2387.68 / 0.236
3_5_place_dp: 2387.64 / 0.236
4_1_cts: 2388.83 / 0.389
5_1_grt: 2388.65 / 0.398
6_report: 2388.58 / 0.389
## worst register-to-register path: cells and delay by family, from the launching register on
kind                   cells  cell delay, ns
AOI/OAI and AO/OA          4            1.67
DFF                        1            0.44
and+or+nand+nor            2            0.56
muxes                      1            0.74
buffers and inverters     10            5.26
## cell usage after synthesis, types with 19 or more instances
cell           n  area (sq um)
a2111oi_0     23           201
a22o_1        22           193
edfxtp_1   12300        368000
nor3_1        38           190
a221oi_1      55           482
o21ai_0      124           621
a21oi_1      144           721
o221ai_1      74           648
and2_1        19           119
buf_1         84           315
buf_2        367          1840
o22ai_1       93           582
mux4_2      3474         78200
dfxtp_1       49           981
a22oi_1      169          1270
o211ai_1      22           165
clkbuf_1     365          1370
mux2_2        33           372
mux2i_1      465          4650
nand2_1      280          1050
a211oi_1      27           203
o21ai_1       42           210
buf_4        192          1440
nand3_1       89           445
buf_6         56           631
nor2_1       383          1440
a31oi_1       20           125
## cells by family after synthesis
family,Yosys count
buffers and inverters,1082
AND-OR/OR-AND,938
flip-flops,12300
AND/OR/NAND/NOR,904
multiplexers,3973
adder cells (fa/ha/maj),12
XOR/XNOR,20
## where the power goes
group	internal [mW]	switching (mW)	leakage, nW
logic	0.0126	0.0303	35.6
registers	0.190	0.000287	111
clock network	0.0887	0.0668	19.7
total	0.292	0.0974	166
## routing by layer
layer,share of wire (%),GRT usage [%],wire length [um]
met5,0.92,14.1,14100
met4,6.6,17.7,101000
met3,23,35.9,348000
met2,44,48.5,673000
met1,26,41.2,398000
## cell usage in the layout (no fill, tap or decap), types with 34 or more instances in the layout
master,synthesis,layout
buf_4,192,1293
clkbuf_16,0,1278
clkdlybuf4s50_1,0,53
nand3_1,89,71
diode_2,0,382
o21ai_0,124,115
edfxtp_1,12300,12300
nand2_1,280,263
clkinvlp_4,0,35
o22ai_1,93,88
clkinv_1,2,278
a221oi_1,55,53
dfxtp_1,49,49
a22oi_1,169,167
mux4_2,3474,3474
nor2_4,0,265
o21ai_1,42,46
clkinv_2,0,187
buf_8,0,47
bufinv_16,0,106
nor2_1,383,114
nor3_1,38,34
mux2i_1,465,463
clkbuf_1,365,256
o221ai_1,74,72
a21oi_1,144,137
Power is estimated from default activity; no workload was simulated.
